--- ./design.v ---
`timescale 1ns/1ps
module uart_tx (
    input  wire        clk,
    input  wire        rst,         
    input  wire [31:0] baud_div,
    input  wire        tx_start,    
    input  wire [7:0]  tx_data,
    output reg         tx,
    output reg         tx_busy,
    output reg         tx_done
);
    localparam S_IDLE  = 3'd0;
    localparam S_START = 3'd1;
    localparam S_DATA  = 3'd2;
    localparam S_STOP  = 3'd3;
    localparam S_DONE  = 3'd4;
    reg [2:0] state, nxt_state;
    reg [31:0] baud_cnt;
    reg [2:0] bit_cnt;
    reg [7:0] shift_reg;
    always @(posedge clk) begin
        if (rst) begin
            state <= S_IDLE;
            baud_cnt <= 32'd0;
            bit_cnt <= 3'd0;
            shift_reg <= 8'd0;
            tx <= 1'b1;
            tx_busy <= 1'b0;
            tx_done <= 1'b0;
        end else begin
            state <= nxt_state;
            if (state == S_DONE)
                tx_done <= 1'b1;
            else
                tx_done <= 1'b0;
            case (state)
                S_IDLE: begin
                    tx <= 1'b1;
                    tx_busy <= 1'b0;
                    if (tx_start) begin
                        shift_reg <= tx_data;
                        baud_cnt <= (baud_div == 0) ? 32'd1 : baud_div - 1;
                        bit_cnt <= 3'd0;
                        tx_busy <= 1'b1;
                    end
                end
                S_START: begin
                    tx <= 1'b0;  
                    tx_busy <= 1'b1;
                    if (baud_cnt == 0) begin
                        baud_cnt <= (baud_div == 0) ? 32'd1 : baud_div - 1;
                    end else begin
                        baud_cnt <= baud_cnt - 1;
                    end
                end
                S_DATA: begin
                    tx <= shift_reg[0];
                    tx_busy <= 1'b1;
                    if (baud_cnt == 0) begin
                        shift_reg <= {1'b0, shift_reg[7:1]};
                        bit_cnt <= bit_cnt + 1;
                        baud_cnt <= (baud_div == 0) ? 32'd1 : baud_div - 1;
                    end else begin
                        baud_cnt <= baud_cnt - 1;
                    end
                end
                S_STOP: begin
                    tx <= 1'b1;  
                    tx_busy <= 1'b1;
                    if (baud_cnt == 0) begin
                    end else begin
                        baud_cnt <= baud_cnt - 1;
                    end
                end
                S_DONE: begin
                    tx <= 1'b1;
                    tx_busy <= 1'b0;
                end
                default: begin
                    tx <= 1'b1;
                    tx_busy <= 1'b0;
                end
            endcase
        end
    end
    always @(*) begin
        nxt_state = state;
        case (state)
            S_IDLE: if (tx_start) nxt_state = S_START;
            S_START: if (baud_cnt == 32'd0) nxt_state = S_DATA;
            S_DATA: if ((baud_cnt == 32'd0) && (bit_cnt == 3'd7)) nxt_state = S_STOP;
            S_STOP: if (baud_cnt == 32'd0) nxt_state = S_DONE;
            S_DONE: nxt_state = S_IDLE;
        endcase
    end
endmodule
--- ./run.sh ---
#!/bin/bash
# OpenROAD 26Q1-2900-gdf79404cd8, Yosys 0.63+post, stock flow scripts
make -C /OpenROAD-flow-scripts/flow DESIGN_CONFIG=/design/flow/config.mk WORK_HOME=/design/flow/orfs finish
--- ./config.mk ---
export PLATFORM = sky130hd
export DESIGN_NAME = uart_tx
export DESIGN_NICKNAME = uart_tx
export VERILOG_FILES = /design/flow/design.v
export SDC_FILE = /design/flow/constraint.sdc
export NUM_CORES = 4
export LEC_CHECK = 1
export CORE_UTILIZATION = 40
--- ./constraint.sdc ---
current_design uart_tx

set clk_period 8.7
set clk_io_pct 0.2

create_clock -name clk0 -period $clk_period [get_ports {clk}]

set non_clock_inputs [all_inputs -no_clocks]
set_input_delay [expr $clk_period * $clk_io_pct] -clock clk0 $non_clock_inputs
set_output_delay [expr $clk_period * $clk_io_pct] -clock clk0 [all_outputs]
==> run_results.csv <==
group,metric,value,unit
route,vias,3536,
yosys,syn_avg_cell_area,7.97,µm²
global_routing,grtUsageTotal,23.8,%
timing,min_period,4.33,ns
worst_hold_path,hold_depth,2,
floorplanning,dieArea,0.00919,mm²
route,routed_wl,10.1,mm
finish,largest_reg_flops,32,
timing,slew_violations,0,
clock_tree,cts_buffer_depth,2,
yosys,largest_area_cell,"dfxtp_1",
timing,setup_slack,4.37,ns
clock_tree,cts_sinks,51,
route,ant_nets,0,
place,dp_hpwl,7.19,mm
clock_tree,cts_inserted_buffers,5,
finish,final_cell_mix,"51 x dfxtp_1, 45 x clkdlybuf4s50_1, 35 x nor3_1, 35 x nor2_1, 34 x nand2_1",
place,io_buffers,45,
place,place_congestion,0.882,
yosys,ys_cells,442,
timing,hold_viol_final,0,
floorplanning,initial_core_util,42.0,%
timing,setup_viol,0,
worst_setup_path,path_class,"in2reg",
worst_setup_path,cp_slowest_cell,"or4_1",
worst_setup_path,startpoint_type,"primary input",
global_routing,antenna_found_initial,0,
clock_tree,root_buffer,"clkbuf_8",
clock_tree,tritoncts,"done",
worst_setup_path,r2r_start,"baud_cnt[8]",
floorplanning,die_h,95.9,µm
worst_setup_path,cp_max_fo,7,
worst_setup_path,crit_start,"baud_div[5]",
yosys,seq_area_frac_synth,29.0,%
yosys,synthCells,442,
timing,setup-tns-final,0,ns
power_and_ir_drop,irDropWorstVdd,0.0789,mV
timing,tightestPinTransition,0.784,ns
route,diodes,0,
place,dpl_worst_slack,4.07,ns
clock_tree,cts_resized,0,
route,dr.pass1.iters,4,
timing,max_freq,0.231,GHz
yosys,netlist_area,0.00352,mm²
worst_setup_path,slowest_delay,0.65,ns
worst_setup_path,r2r_slack,5.53,ns
global_routing,grt_pass1_vias,3299,
worst_hold_path,min_to,"state[0]",
worst_hold_path,hold_start,"state[1]",
route,routed_via_density,6.04,
finish,fillCellCount,821,
clock_tree,clock_latency,0.31,ns
yosys,synthArstFlopShare,0,%
floorplanning,ioPinCount,46,
worst_setup_path,crit_path_end_kind,"register",
finish,area_delta_synth_final,18.6,%
yosys,yosys-top-cells-area,"dfxtp_1 29%, xnor2_1 5.2%, nor3_1 5.1%, o21ai_0 3.8%, nor2_1 3.7%",
worst_setup_path,rr_worst_depth,6,
yosys,ys.flop_type,"dfxtp_1",
worst_setup_path,path_cells,"clkdlybuf4s50_1 -> or4_1 -> nor3_1 -> nand4_1 -> o21ai_1 -> o22ai_1 -> a32o_1",
global_routing,grt_max_degree,46,
route,drtIter0Drc,218,
timing,finClkSkew,0.00686,ns
floorplanning,num_rows,33,
finish,fin_util,49.9,%
job,max_cap_violations,0,
finish,drive_above_1_share,8.54,%
power_and_ir_drop,leakage,1.41,nW
job,warning_count,27,
global_routing,overflow,0,
worst_setup_path,crit_required,8.91,ns
status,outcome,"finished, final reports clean",
clock_tree,post_cts_buffers,0,
route,drc,0,
yosys,ys_ff,51,
worst_hold_path,hp-class,"reg2reg",
finish,layout_top_cell,"dfxtp_1",
timing,whs,0.445,ns
place,placed_area,0.00408,mm²
floorplanning,die-width,95.9,µm
clock_tree,cts_max_level,2,
yosys,edf_count,0,
yosys,yosysWarnings,1,
worst_setup_path,r2r_end,"baud_cnt[27]",
global_routing,grt_pass1_wl,16.6,mm
timing,max-slew-margin-rel,47.5,%
yosys,synthDistinctLibCells,58,
route,drt-wirelength-per-cell,17.2,µm
timing,finalClockPeriodUsage,49.8,%
clock_tree,hold_buffers,0,
timing,rsz0062_at_grt,"no",
yosys,synth_top_area_share,29.0,%
power_and_ir_drop,power.density,152,mW/mm²
clock_tree,clkTransAtPathRegs,0.11,ns
finish,design_area,0.00418,mm²
yosys,yosys-stat-area,0.00352,mm²
floorplanning,core,0.00838,mm²
worst_setup_path,cp_data_arrival_time,4.54,ns
==> kinds of logic (layout without fill, tap and decap cells) <==
family,Yosys count,in the layout,share of synthesized area (%)
AND/OR/NAND/NOR,191,191,31.3
multiplexers,16,16,4.76
XOR/XNOR,28,28,6.96
buffers and inverters,35,73,4.08
AND-OR/OR-AND,115,115,21.8
adder cells (fa/ha/maj),6,6,2.13
flip-flops,51,51,29.0
==> cell usage after synthesis (all sizes together), types with 4 or more instances <==
library cell,instances
a32oi,6
a32o,6
or4,8
nand2b,5
nand3,15
a211oi,12
dfxtp,51
buf,6
nor2,35
inv,10
nand3b,5
nor4,19
ha,6
nand2,34
nand4,6
mux2i,10
xnor2,21
o21ai,29
nor3,38
clkbuf,18
nor4b,4
o32ai,4
o22ai,10
mux2,6
a21oi,21
nand4b,5
a22oi,9
a31oi,8
xor2,7
==> worst max-delay path by stage <==
stage | depth (start not counted) | endpoint | slack [ns]
global route | 7 | baud_cnt[7] | 4.18
CTS | 9 | baud_cnt[26] | 4.39
finish | 7 | baud_cnt[7] | 4.37
==> critical path: cells and delay by family <==
kind | cells | cell delay [ns]
AND-OR/OR-AND | 3 | 0.84
buffers and inverters | 1 | 0.48
AND/OR/NAND/NOR | 3 | 1.48
==> through the flow <==
stage	power, W	instances
floorplan	0.000416	442
global route	0.000674	585
detailed placement	0.000488	577
global placement	0.000489	577
CTS	0.000639	585
finish	0.000636	585
==> final cells by class <==
class | instances | area (µm²) | area share [%]
multi-input cells | 356 | 2370 | 56.7
flip-flops and latches | 51 | 1020 | 24.4
repair buffers | 54 | 518 | 12.4
well taps | 105 | 131 | 3.14
clock buffers | 5 | 68.8 | 1.65
inverters | 11 | 41.3 | 0.988
clock inverters | 3 | 28.8 | 0.689
==> metal layers <==
metal	up-vias	global-route usage (%)	routed length, µm
li1	1763	-	-
met2	151	36.5	4380
met4	0	2.24	92
met3	12	3.13	760
met1	1610	37.7	4840
met5	-	0	0
==> where the power goes <==
part | total (W) | switching [W] | internal (W)
combinational | 0.000214 | 0.000128 | 0.0000860
sequential | 0.000274 | 0.0000208 | 0.000253
clock | 0.000149 | 0.0000888 | 0.0000598
total | 0.000636 | 0.000237 | 0.000399
Power is estimated from default activity; no workload was simulated.
