## flow/constraint.sdc

```tcl
current_design apb_uart

set clk_period 6.9
set clk_io_pct 0.2

create_clock -name clk0 -period $clk_period [get_ports {pclk}]

set non_clock_inputs [all_inputs -no_clocks]
set_input_delay [expr $clk_period * $clk_io_pct] -clock clk0 $non_clock_inputs
set_output_delay [expr $clk_period * $clk_io_pct] -clock clk0 [all_outputs]
```

## flow/config.mk

```make
export PLATFORM = sky130hd
export DESIGN_NAME = apb_uart
export DESIGN_NICKNAME = apb_uart
export VERILOG_FILES = /design/flow/design.v
export SDC_FILE = /design/flow/constraint.sdc
export NUM_CORES = 4
export LEC_CHECK = 1
export CORE_UTILIZATION = 50
```

## flow/run.sh

```bash
#!/bin/bash
# OpenROAD 26Q1-2900-gdf79404cd8, Yosys 0.63+post, stock flow scripts
make -C /OpenROAD-flow-scripts/flow DESIGN_CONFIG=/design/flow/config.mk WORK_HOME=/design/flow/orfs finish
```

## flow/design.v

```verilog
`timescale 1ns/1ps
module apb_uart (
    input  wire        pclk,
    input  wire        presetn,    
    input  wire [31:0] paddr,
    input  wire        psel,
    input  wire        penable,
    input  wire        pwrite,
    input  wire [31:0] pwdata,
    output reg  [31:0] prdata,
    output reg         pready,
    output wire [31:0] baud_div,
    output reg         tx_start,     
    output reg  [7:0]  tx_data,
    input  wire        tx_busy,
    input  wire        tx_done,
    output reg         rx_reset,     
    input  wire [7:0]  rx_data,
    input  wire        rx_done,
    input  wire        rx_busy,
    input  wire        rx_error
);
    wire rst = ~presetn;
    reg [31:0] ctrl_reg;
    reg [31:0] status_reg;
    reg [31:0] tx_data_reg;
    reg [31:0] rx_data_reg;
    reg [31:0] bauddiv_reg;
    localparam ADDR_CTRL  = 32'h0000;
    localparam ADDR_STATUS= 32'h0001;
    localparam ADDR_TX    = 32'h0002;
    localparam ADDR_RX    = 32'h0003;
    localparam ADDR_BAUD  = 32'h0004;
    always @(posedge pclk) begin
        if (rst) begin
            pready <= 1'b0;
            prdata <= 32'd0;
            ctrl_reg <= 32'd0;
            status_reg <= 32'd0;
            tx_data_reg <= 32'd0;
            rx_data_reg <= 32'd0;
            bauddiv_reg <= 32'd868;  
            tx_start <= 1'b0;
            tx_data <= 8'd0;
            rx_reset <= 1'b0;
        end else begin
            pready <= 1'b0;
            tx_start <= 1'b0;
            rx_reset <= 1'b0;
            status_reg[0] <= rx_busy;
            status_reg[1] <= tx_busy;
            status_reg[2] <= rx_done;
            status_reg[3] <= tx_done;
            status_reg[4] <= rx_error;
            if (psel & penable) begin
                pready <= 1'b1;  
                if (pwrite) begin
                    case (paddr)
                        ADDR_CTRL: begin
                            ctrl_reg <= pwdata;
                            if (pwdata[0]) begin
                                tx_data <= tx_data_reg[7:0];  
                                tx_start <= 1'b1;
                            end
                            if (pwdata[2]) begin
                            end
                            if (pwdata[3]) begin
                                rx_reset <= 1'b1;  
                            end
                        end
                        ADDR_TX: begin
                            tx_data_reg <= pwdata;
                        end
                        ADDR_BAUD: begin
                            bauddiv_reg <= pwdata;
                        end
                        default: begin
                        end
                    endcase
                end else begin
                    case (paddr)
                        ADDR_CTRL: prdata <= ctrl_reg;
                        ADDR_STATUS: prdata <= status_reg;
                        ADDR_TX: prdata <= tx_data_reg;
                        ADDR_RX: prdata <= {24'd0, rx_data};  
                        ADDR_BAUD: prdata <= bauddiv_reg;
                        default: prdata <= 32'hDEAD_BEEF;
                    endcase
                end
            end
        end
    end
    assign baud_div = bauddiv_reg;
endmodule
```

==> run notes <==
impl run done, here's what came out: number of flops mapped to enable cells by yosys 0, vias in the first global route between 4000 and 5000, TritonCTS clock tree built, element type at the critical path end flop, DRC viols 0, Worst Tran Pin Value ~0.91 ns, tool warnings 26, DRT Wirelength 16000 µm, register area share after synthesis 46.3%, Comb pwr share roughly 6.5%, Slew HR between 30 and 40%, design area 8300 µm², Worst-path clk slew around 0.05 ns, final hold vios 0, critical path class in2reg, post-layout util ~69%, synthesized area 6230 µm², max FFs per register approximately 40, post-synth cell types approximately 44, ANT cells 0, yosys stat cell total around 620, hold_buf cts 0, core area about 12000 µm², Switching Power about 0.38 mW, Yosys chip area approximately 6200 µm², DRT antenna net count 0, GP Congestion between 0.8 and 0.9, internal cell power around 1.5 mW, die height between 100 and 150 µm, clk sinks ~140, Max Fanout on Critical Path 24, Synth Flop Type dfxtp_1, yosys warns 1, VDD IR-drop max 0.000154 V, Vias 5129, Num CTS Buffers 17, post-cts resize count 0, Worst Path Required 7.24 ns, ys flops 144, Avg WL per Cell between 15 and 20 µm, max-slew violations 0, share of cells above drive strength 1 between 10 and 15%, Sw Ratio between 20% and 30%, flop2flop setup slack 5.71 ns, cell type with the largest total area dfxtp_1, Async SR Flop Fraction 0%, Final min period between 4 and 5 ns, min-delay worst type reg2reg, Core Density at Floorplan between 50% and 60%, Clock Skews between 0.004 and 0.005 ns, Max Clock Freq approximately 0.25 GHz, H-tree depth 4, pre-CTS setup slack about 2.5 ns, hold_ws 0.455 ns, Worst Path Arrival between 4 and 5 ns, post-CTS setup buffer count 0, Tcrit/Tclk final between 50% and 60%, setup TNS 0 ns, Leakage between 2 and 3 nW, Iteration-0 DRC Markers about 340, unrepaired setup endpoints after global routing false, max-cap violations 0, Max Root-Sink Buffers 2, CTS root buf clkbuf_16, DP HPWL 10300 µm, I/O Pins about 160, Mapped Cells about 620, chip area ~13000 µm², syn avg cell area roughly 10 µm², initial antenna violation count 0, largest net degree at the start of global routing 71, startpoint types input port, DP Area between 7000 and 8000 µm², I/O Buffers 156, Pre-antenna DRT Iters 4, Pwr Density between 200 and 250 nW/µm², Top-area cell share a little under half, Via density 5.45, clock latency (worst-skew pair) 0.41 ns, GRT Residual Overflow 0, DIE WIDTH approximately 110 µm, Seq pwr share 44.8%, Final WS setup between 2 and 3 ns, Layout area overhead 33.3%, setup violators final 0, Cell area leaders dfxtp_1, mux2i_1, nand2_1, a22oi_1, o21ai_0, status completed, Clk pwr share 48.7%, cell row count around 40, first-pass GRT wire length 26000 µm, GRT Util Overall 26.8%
power groups by stage:
stage         registers, mW  logic [mW]  clock network [mW]
CTS                   0.845       0.124               0.929
global route          0.846       0.135               0.967
finish                0.845       0.123               0.917
per-stage QoR:
stage,instances,total power [mW]
floorplan,622,0.914
global placement,911,0.984
CTS,941,1.90
finish,941,1.89
global route,941,1.95
detailed placement,911,0.986
cell usage in the layout, fill, tap and decap left out, drive strengths merged, types with 5 or more instances in the layout:
master         synthesis  layout
clkdlybuf4s50          0     155
nand2                144     144
dfxtp                144     144
mux2i                102     102
a22oi                 32      32
o21ai                 32      32
clkbuf                28      26
nand3                 17      17
a31oi                 17      17
buf                   17      15
and3                  11      11
and2b                 10      10
and2                   7       7
a31o                   7       7
nor4                   6       6
nor3                   5       5
cell families after synthesis:
kind of cell | count (synthesis) | share of synthesized area [%]
AOI/OAI and AO/OA | 100 | 10.5
buffers and inverters | 49 | 7.07
DFF | 144 | 46.3
muxes | 110 | 18.6
and+or+nand+nor | 219 | 17.5
routing by layer:
layer,GRT usage [%],vias to the layer above,routed length (µm)
met4,3.33,0,171
li1,-,2488,-
met5,0,-,0
met3,6.23,15,1090
met2,40.7,187,7200
met1,41.7,2439,7580
final cells by class:
class / count / area, µm²
repair buffers: 170 / 1660
clock buffers: 26 / 529
multi-input cells: 429 / 2940
clock inverters: 4 / 72.6
fillers: 888 / 3760
well taps: 168 / 210
flip-flops and latches: 144 / 2880
synth_stat cells, types with 4 or more instances:
cell type        n
nor4_1           6
and2_1           7
a21oi_1          4
dfxtp_1        144
a31oi_1         17
clkbuf_8        11
nand3_1         17
dlygate4sd1_1    4
mux2i_1        102
and3_1          11
clkbuf_1        17
and2b_2          8
a31o_2           7
mux4_2           4
buf_8            9
a22oi_1         32
nand2_1        144
o21ai_0         32
mux2_2           4
path summary, 6_finish.rpt:
| kind | start | endpoint | cells after the start |
|---|---|---|---|
| max | paddr[9] | bauddiv_reg[4]$_SDFFE_PN0P_ | 6 |
| min | ctrl_reg[10]$_SDFFE_PN0P_ | ctrl_reg[10]$_SDFFE_PN0P_ | 2 |
| max reg2reg | status_reg[4]$_SDFF_PN0_ | prdata[4]$_SDFFE_PN0P_ | 4 |
| min reg2reg | ctrl_reg[10]$_SDFFE_PN0P_ | ctrl_reg[10]$_SDFFE_PN0P_ | 2 |
worst max-delay path, stage by stage:
cell and delay [ns]:
clkdlybuf4s50_1 0.40, or4_4 0.55, or3_1 0.61, nor3_4 0.63, buf_4 0.52, mux2i_1 0.24
Power is estimated from default activity; no workload was simulated.
