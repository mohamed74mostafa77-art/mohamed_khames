$ cat design/flow/run.sh
#!/bin/bash
# OpenROAD 26Q1-2900-gdf79404cd8, Yosys 0.63+post, stock flow scripts
make -C /OpenROAD-flow-scripts/flow DESIGN_CONFIG=/design/flow/config.mk WORK_HOME=/design/flow/orfs finish
$ cat design/flow/config.mk
export PLATFORM = sky130hd
export DESIGN_NAME = uart_rx
export DESIGN_NICKNAME = uart_rx
export VERILOG_FILES = /design/flow/design.v
export SDC_FILE = /design/flow/constraint.sdc
export NUM_CORES = 4
export LEC_CHECK = 1
export CORE_UTILIZATION = 40
$ cat design/flow/constraint.sdc
current_design uart_rx

set clk_period 8.6
set clk_io_pct 0.2

create_clock -name clk0 -period $clk_period [get_ports {clk}]

set non_clock_inputs [all_inputs -no_clocks]
set_input_delay [expr $clk_period * $clk_io_pct] -clock clk0 $non_clock_inputs
set_output_delay [expr $clk_period * $clk_io_pct] -clock clk0 [all_outputs]
$ cat design/flow/design.v
`timescale 1ns/1ps
module uart_rx (
    input  wire        clk,
    input  wire        rst,
    input  wire [31:0] baud_div,
    input  wire        rx_pin,       
    output reg [7:0]   rx_data,
    output reg         rx_done,      
    output reg         rx_busy,
    output reg         rx_error
);
    localparam R_IDLE   = 3'd0;
    localparam R_START  = 3'd1;
    localparam R_DATA   = 3'd2;
    localparam R_STOP   = 3'd3;
    localparam R_DONE   = 3'd4;
    reg [2:0] state, nxt_state;
    reg [31:0] baud_cnt;
    reg [2:0] bit_cnt;
    reg [7:0] shift_reg;
    reg rx_sync1, rx_sync2;
    always @(posedge clk) begin
        if (rst) begin
            rx_sync1 <= 1'b1;
            rx_sync2 <= 1'b1;
        end else begin
            rx_sync1 <= rx_pin;
            rx_sync2 <= rx_sync1;
        end
    end
    wire rx_synced = rx_sync2;
    always @(posedge clk) begin
        if (rst) begin
            state <= R_IDLE;
            baud_cnt <= 32'd0;
            bit_cnt <= 3'd0;
            shift_reg <= 8'd0;
            rx_data <= 8'd0;
            rx_done <= 1'b0;
            rx_busy <= 1'b0;
            rx_error <= 1'b0;
        end else begin
            state <= nxt_state;
            rx_done <= 1'b0;
            case (state)
                R_IDLE: begin
                    rx_busy <= 1'b0;
                    rx_error <= 1'b0;
                    if (rx_synced == 1'b0) begin  
                        baud_cnt <= (baud_div >> 1) - 1;  
                        rx_busy <= 1'b1;
                    end
                end
                R_START: begin
                    if (baud_cnt == 32'd0) begin
                        if (rx_synced == 1'b0) begin
                            baud_cnt <= baud_div - 1;  
                            bit_cnt <= 3'd0;
                        end
                    end else begin
                        baud_cnt <= baud_cnt - 1;
                    end
                end
                R_DATA: begin
                    if (baud_cnt == 32'd0) begin
                        shift_reg <= {rx_synced, shift_reg[7:1]};
                        bit_cnt <= bit_cnt + 1;
                        baud_cnt <= baud_div - 1;
                    end else begin
                        baud_cnt <= baud_cnt - 1;
                    end
                end
                R_STOP: begin
                    if (baud_cnt == 32'd0) begin
                        if (rx_synced == 1'b1) begin
                            rx_data <= shift_reg;
                            rx_error <= 1'b0;
                        end else begin
                            rx_data <= shift_reg;
                            rx_error <= 1'b1;  
                        end
                    end else begin
                        baud_cnt <= baud_cnt - 1;
                    end
                end
                R_DONE: begin
                    rx_done <= 1'b1;
                    rx_busy <= 1'b0;
                end
            endcase
        end
    end
    always @(*) begin
        nxt_state = state;
        case (state)
            R_IDLE: begin
                if (rx_synced == 1'b0)  
                    nxt_state = R_START;
            end
            R_START: begin
                if (baud_cnt == 32'd0) begin
                    if (rx_synced == 1'b0)  
                        nxt_state = R_DATA;
                    else  
                        nxt_state = R_IDLE;
                end
            end
            R_DATA: begin
                if ((baud_cnt == 32'd0) && (bit_cnt == 3'd7))
                    nxt_state = R_STOP;
            end
            R_STOP: begin
                if (baud_cnt == 32'd0)
                    nxt_state = R_DONE;
            end
            R_DONE: begin
                nxt_state = R_IDLE;
            end
            default: nxt_state = R_IDLE;
        endcase
    end
endmodule
==> results_dict.tcl <==
# collected from the flow reports
set metrics [dict create \
    fp_util 0.415 \
    met3_usage 0.0325 \
    post-place-ws_ps 4010 \
    final_cell_mix "nand2_1 (68), a21oi_1 (65), dfxtp_1 (61)" \
    first_global_vias 4037 \
    grt_busiest_layer "met1" \
    wl_um 12100 \
    viasPerCell 5.75 \
    flop_cell "dfxtp_1" \
    ir_drop_uv 71.6 \
    cts_tree "built" \
    firstDrtPassIters 5 \
    grt.overflow.total 0 \
    cts.root.buffer_cell "clkbuf_8" \
    synth.distinct_cells 52 \
    critPathCaptureType "flip-flop" \
    grtUsageTotal 0.225 \
    clk_latency_ps 340 \
    gp_congestion 0.916 \
    yosys_warnings 1 \
    core_sq_mm 0.0104 \
    ys_area_sq_mm 0.00432 \
    layout.cells.most_common "nand2_1" \
    yosysTopAreaCell "dfxtp_1" \
    hold_violations 0 \
    port_buffers 45 \
    use_met2 0.343 \
    numClockSinks 61 \
    path_max_fanout 10 \
    drt-initial-drc-count 367 \
    ys.flops 61 \
    tightest_slew_ps 883 \
    fmax_mhz 233 \
    h-tree-depth 3 \
    status "finished, final reports clean" \
    top_cell_area_share 0.283 \
    dieArea_sq_mm 0.0112 \
    drive_gt1_frac 0.0605 \
    min_path_type "reg2reg" \
    setup_slack_ps 4310 \
    largest_reg_flops 32 \
    arrival_ps 4490 \
    route.detailed.drc 0 \
    fp.dieH_um 106 \
    start_kind "primary input" \
    yosysCellCount 603 \
    ys_seq_share 0.283 \
    use_met1 0.349 \
    die_x_um 106 \
    ios 46 \
    setup-violations-final 0 \
    wire_per_inst_um 15.9 \
    finalPower_uw 808 \
    cellLeakagePower_nw 1.58 \
    hpwl_um 8850 \
    vias 4390 \
    warnings 26 \
    cts_hold_buf 0 \
    stdcell_area_sq_mm 0.00503 \
    criticalPathCategory "in2reg" \
    antenna_cells_inserted 0 \
    clock_path_buffers 2 \
    crit_required_ps 8800 \
    edf_count 0 \
    slew_violations 0 \
    period_used_share 0.499 \
    cts.clk_slew.worst_paths_ps 70 \
    p_per_area_mw_per_mm2 161 \
    ant_nets 0 \
    ctsResizeCount 0 \
    num_rows 37 \
    synthCells 603 \
    fin_worst_skew_ps 6.03 \
    ys_async_sr_fraction 0 \
    post_cts_buffers 0 \
    finalCriticalPeriod_ps 4290 \
    dpl_cell_area_sq_mm 0.00480 \
    cts-buffers-inserted 9 \
    ys_top_cells_by_area "dfxtp_1 (28%), a21oi_1 (7.5%), xnor2_1 (7.5%), nand2_1 (5.9%), nor2_1 (4.9%)" \
    syn_area_sq_mm 0.00432 \
    grt_start_max_net_pins 56 \
    antenna_found_initial 0 \
    area_growth_pct 16.4 \
    rsz0062_at_grt "no" \
    max_cap_viol_count 0 \
    grt_pass1_wl_um 20100 \
    synth_area_per_cell_sq_um 7.16 \
    slew_headroom 0.411 \
    tns_ps 0 \
]
-- area by class of cell --
cell class,count,area [sq um]
fillers,1008,5390
multi-input cells,489,2880
flip-flops and latches,61,1220
repair buffers,52,498
well taps,136,170
clock buffers,10,138
clock inverters,6,86.3
inverters,10,37.5
-- kinds of logic after synthesis --
logic type / Yosys count / synth area share
AOI/OAI and AO/OA: 166 / 0.223
xor gates and xnor gates: 58 / 0.118
adders and majority gates: 6 / 0.0174
buffers and inverters: 53 / 0.0524
DFF: 61 / 0.283
and+or+nand+nor: 259 / 0.307
-- routing by layer --
| metal | wire (um) | vias up |
|---|---|---|
| met3 | 751 | 21 |
| li1 | - | 2218 |
| met4 | 165 | 0 |
| met5 | 0 | - |
| met2 | 5310 | 152 |
| met1 | 5890 | 1999 |
-- report_power, final --
group          internal [mW]  total, mW  switching [mW]
logic                 0.0798      0.213           0.133
clock network          0.170      0.286           0.116
registers              0.295      0.308          0.0129
total                  0.545      0.808           0.262
-- worst max-delay path, cell delays in order --
cell and delay (ps):
clkdlybuf4s50_1 560, nor3_1 650, nand4_1 530, nor4_1 390
xor2_1 130, o311a_1 300, a21oi_1 120, o22ai_1 90
-- per-stage QoR --
| stage | hold slack [ps] | utilization | instances |
|---|---|---|---|
| floorplan | 389 | - | 603 |
| global placement | 410 | 0.461 | 748 |
| detailed placement | 405 | 0.461 | 748 |
| CTS | 430 | 0.483 | 764 |
| global route | 461 | 0.483 | 764 |
| finish | 427 | 0.483 | 764 |
-- synthesized netlist by cell type, types with 3 or more instances --
library cell  count
nand2_1          68
a21oi_1          65
dfxtp_1          61
nor2_1           56
o21ai_0          39
xnor2_1          37
nor3_1           33
clkbuf_1         32
o22ai_1          30
nor4_1           28
xor2_1           21
nand3_1          12
or3_1            12
inv_1            10
a211oi_1          8
buf_2             7
nand4_1           7
or2_2             7
and2_1            6
ha_1              6
nor2b_1           6
nand2b_1          5
or4_1             5
a22oi_1           3
buf_4             3
-- worst paths after layout --
check | startpoint | endpoint | slack [ps] | cells past startpoint
max | baud_div[6] | baud_cnt[28] | 4310 | 8
min | rx_sync1 | rx_sync2 | 430 | 1
max reg2reg | baud_cnt[14] | baud_cnt[7] | 5100 | 7
min reg2reg | rx_sync1 | rx_sync2 | 430 | 1
